--- flow/run.sh ---
#!/bin/bash
# OpenROAD 26Q1-2900-gdf79404cd8, Yosys 0.63+post, stock flow scripts
make -C /OpenROAD-flow-scripts/flow DESIGN_CONFIG=/design/flow/config.mk WORK_HOME=/design/flow/orfs finish
--- flow/design.v ---
module dsp48a1 #(
    parameter   A0REG = 0,
                A1REG = 1,
                B0REG = 0,
                B1REG = 1,
                CREG = 1,
                DREG = 1,
                MREG = 1,
                PREG = 1,
                CARRYINREG = 1,
                CARRYOUTREG = 1,
                OPMODEREG = 1,
                CARRYINSEL = "OPMODE5",
                B_INPUT = "DIRECT",
                RSTTYPE = "SYNC"
) (
    input [17 : 0]  A,
                    B,
                    D,
                    BCIN,
    input [7 : 0]   OPMODE,
    input [47 : 0]  C,
                    PCIN,
    input   CLK,
            CARRYIN,
            RSTA,
            RSTB,
            RSTM,
            RSTP,
            RSTC,
            RSTD,
            RSTCARRYIN,
            RSTOPMODE,
            CEA,
            CEB,
            CEM,
            CEP,
            CEC,
            CED,
            CECARRYIN,
            CEOPMODE,
    output  [17 : 0]    BCOUT,
    output  [47 : 0]    PCOUT,
                        P,
    output  [35 : 0]    M,
    output  CARRYOUT,
            CARRYOUTF 
);
    wire [17 : 0]   A0_out,
                    D_out,
                    B0_in,
                    B0_out,
                    B1_in,
                    A1_out,
                    B1_out;
    reg [17 : 0]    pre_adder_subtractor_out;
    reg [47 : 0]    x_out,
                    z_out;
    wire [47 : 0]   C_out,
                    post_adder_subtractor_out,
                    P_in;
    wire [35 : 0]   multiplier_out,
                    M_out;
    wire [7 : 0]    opmode_out;
    wire    CYI_in,
            CYI_out,
            CYO_in;
    mux_reg #(  .REG(A0REG),
                .RSTTYPE(RSTTYPE),
                .WIDTH(18)) A0_REG (
                    .in(A),
                    .out(A0_out),
                    .clk(CLK),
                    .ce(CEA),
                    .rst(RSTA)
                );
    mux_reg #(  .REG(DREG),
                .RSTTYPE(RSTTYPE),
                .WIDTH(18)) D_REG (
                    .in(D),
                    .out(D_out),
                    .clk(CLK),
                    .ce(CED),
                    .rst(RSTD)
                );
    generate
        if(B_INPUT == "DIRECT") begin
            assign B0_in = B;
        end
        else if (B_INPUT == "CASCADE") begin
            assign B0_in = BCIN;
        end
        else begin
            assign B0_in = 0;
        end
    endgenerate
    mux_reg #(  .REG(B0REG),
                .RSTTYPE(RSTTYPE),
                .WIDTH(18)) B0_REG (
                    .in(B0_in),
                    .out(B0_out),
                    .clk(CLK),
                    .ce(CEB),
                    .rst(RSTB)
                );
    mux_reg #(  .REG(OPMODEREG),
                .RSTTYPE(RSTTYPE),
                .WIDTH(8)) OPMODE_REG (
                    .in(OPMODE),
                    .out(opmode_out),
                    .clk(CLK),
                    .ce(CEOPMODE),
                    .rst(RSTOPMODE)
                );
    mux_reg #(  .REG(CREG),
                .RSTTYPE(RSTTYPE),
                .WIDTH(48)) C_REG (
                    .in(C),
                    .out(C_out),
                    .clk(CLK),
                    .ce(CEC),
                    .rst(RSTC)
                );
    always @(*) begin
        if(opmode_out[6])
            pre_adder_subtractor_out = D_out - B0_out;
        else
            pre_adder_subtractor_out = D_out + B0_out;
    end
    assign B1_in = (opmode_out[4]) ? pre_adder_subtractor_out : B0_out;
    mux_reg #(  .REG(A1REG),
                .RSTTYPE(RSTTYPE),
                .WIDTH(18)) A1_REG (
                    .in(A0_out),
                    .out(A1_out),
                    .clk(CLK),
                    .ce(CEA),
                    .rst(RSTA)
                );
    mux_reg #(  .REG(B1REG),
                .RSTTYPE(RSTTYPE),
                .WIDTH(18)) B1_REG (
                    .in(B1_in),
                    .out(B1_out),
                    .clk(CLK),
                    .ce(CEB),
                    .rst(RSTB)
                );
    assign BCOUT = B1_out;  
    assign multiplier_out = B1_out * A1_out;
    mux_reg #(  .REG(MREG),
                .RSTTYPE(RSTTYPE),
                .WIDTH(36)) M_REG (
                    .in(multiplier_out),
                    .out(M_out),
                    .clk(CLK),
                    .ce(CEM),
                    .rst(RSTM)
                );
    assign M = M_out;
    always @(*) begin
        case(opmode_out[1 : 0])
            2'b00: x_out = 0;
            2'b01: x_out = {12'b000000000000, M_out};
            2'b10: x_out = PCOUT;
            2'b11: x_out = {D_out[11:0], A1_out[17:0], B1_out[17:0]};
        endcase
    end
    always @(*) begin
        case(opmode_out[3 : 2])
            2'b00: z_out = 0;
            2'b01: z_out = PCIN;
            2'b10: z_out = PCOUT;
            2'b11: z_out = C_out;
        endcase
    end
    generate
        if(CARRYINSEL == "CARRYIN")
            assign CYI_in = CARRYIN;
        else if(CARRYINSEL == "OPMODE5")
            assign CYI_in = opmode_out[5];
    endgenerate
    mux_reg #(  .REG(CARRYINREG),
                .RSTTYPE(RSTTYPE),
                .WIDTH(1)) CYI_REG (
                    .in(CYI_in),
                    .out(CYI_out),
                    .clk(CLK),
                    .ce(CECARRYIN),
                    .rst(RSTCARRYIN)
                );
    assign {CYO_in, P_in} = (opmode_out[7]) ?
                            z_out - (x_out + CYI_out) :
                            x_out + z_out + CYI_out;
    mux_reg #(  .REG(PREG),
                .RSTTYPE(RSTTYPE),
                .WIDTH(48)) P_REG (
                    .in(P_in),
                    .out(P),
                    .clk(CLK),
                    .ce(CEP),
                    .rst(RSTP)
                );
    assign PCOUT = P;
    mux_reg #(  .REG(CARRYOUTREG),
                .RSTTYPE(RSTTYPE),
                .WIDTH(1)) CYO_REG (
                    .in(CYO_in),
                    .out(CARRYOUT),
                    .clk(CLK),
                    .ce(CECARRYIN),
                    .rst(RSTCARRYIN)
                );
    assign CARRYOUTF = CARRYOUT;
endmodule
module mux_reg(in, out, clk, ce, rst);
    parameter WIDTH = 18;
    parameter RSTTYPE = "SYNC";
    parameter REG = 0;
    input [WIDTH - 1 : 0] in;
    input   clk,
            ce,
            rst;
    output [WIDTH - 1 : 0] out;
    reg [WIDTH - 1 : 0] in_reg;
    generate
        if(REG == 1) begin
            if(RSTTYPE == "SYNC") begin
            always @(posedge clk) begin
                    if(rst)
                        in_reg <= 0;
                    else if(ce)
                        in_reg <= in;
                end
            end
            else if (RSTTYPE == "ASYNC") begin
                always @(posedge clk or posedge rst) begin
                    if(rst)
                        in_reg <= 0;
                    else if(ce)
                        in_reg <= in;
                end
            end
            assign out = in_reg;
        end
        else if (REG == 0)
           assign out = in;
    endgenerate
endmodule
--- flow/constraint.sdc ---
current_design dsp48a1

set clk_period 12.8
set clk_io_pct 0.2

create_clock -name clk0 -period $clk_period [get_ports {CLK}]

set non_clock_inputs [all_inputs -no_clocks]
set_input_delay [expr $clk_period * $clk_io_pct] -clock clk0 $non_clock_inputs
set_output_delay [expr $clk_period * $clk_io_pct] -clock clk0 [all_outputs]
--- flow/config.mk ---
export PLATFORM = sky130hd
export DESIGN_NAME = dsp48a1
export DESIGN_NICKNAME = dsp48a1
export VERILOG_FILES = /design/flow/design.v
export SDC_FILE = /design/flow/constraint.sdc
export NUM_CORES = 4
export LEC_CHECK = 1
export CORE_UTILIZATION = 50
==> results.env <==
STATUS='completed'
PATH_CELLS='buf_4 -> and2_1 -> fa_1 -> inv_1 -> fa_1 -> fa_1 -> inv_1 -> fa_1 -> fa_1 -> inv_1 -> fa_1 -> inv_1 -> ha_1 -> a21o_1 -> a21o_1 -> a21o_1 -> a2111oi_0 -> o21ai_0 -> a221oi_1 -> o21ai_0 -> xor2_1 -> mux2i_1 -> nor2_1'
WORST_PATH_ARRIVAL_TIME_NS=7.82
TRITONCTS='built'
DIE-AREA_MM2=0.0559
YS_AREA_MM2=0.0275
WORST_PATH_LARGEST_CELL_DELAY_NS=0.68
POST_DRT_WL_PER_CELL_UM=21.3
FLOORPLANUTILIZATION=0.508
ROUTE.DETAILED.VIAS_PER_INST=5.72
TRITONCTS_NUM_SINKS=196
ACHIEVABLE-FREQUENCY_GHz=0.134
R2R-END='M_REG.in_reg[34]$_SDFFE_PP0P_'
CTS_SETUP_BUFFERS=0
POST_PLACEMENT_CELL_COUNT=4176
HOLD_BUFFERS=0
CTS.REPORTEDPATHS.CLKPINSLEW_NS=0.08
CP_DATA_REQUIRED_TIME_NS=13.18
CRITICAL_PATH.ENDPOINT_TYPE='register'
ANTENNA_FOUND_INITIAL=5
CLOCK_TREE.ROOT_CELL='clkbuf_16'
SYN-MEAN-INSTANCE-AREA_UM2=8.25
DESIGN.PORTCOUNT=346
TOP_LAYER_USED='met5'
COMBGATEAREA_MM2=0.0209
FP-ROW-COUNT=85
NUMBER_OF_GLOBAL_ROUTE_VIAS_BEFORE_REPAIR=24300
AREA.SEQUENTIAL_MM2=0.00393
TOTAL_GRT_OVERFLOW=0
WL_MET1_MM=38.8
GRT_FIRST_PASS_WIRELENGTH_MM=140
PATH_MAX_FANOUT=11
FIN_TNS_SETUP_NS=0
SYNTHDISTINCTLIBCELLS=80
MAX-CAP-VIOLATIONS=0
ANT_NETS=0
SUM_OF_NET_HALF_PERIMETERS_AFTER_DETAILED_PLACEMENT_MM=69.4
CLOCKPOWERSHARE=0.213
SWITCHING_SHARE=0.430
IO_BUFFER_COUNT=326
LAYOUT.CELLS.MOST_COMMON='inv_1'
TRITONCTS.NUM_BUFFERS=17
POST_SYNTHESIS_ASYNC_SET_OR_RESET_FLOP_SHARE=0
WORST_R2R_STARTPOINT='B1_REG.in_reg[12]$_SDFFE_PP0P_'
PEAKVDDDROP_mV=0.121
CELLPOWERDENSITY_mW_PER_MM2=85.8
POST_CTS_RESIZED=0
WORST_SETUP_PATH_START_KIND='register'
CRIT_CELLS=23
DETAIL_ROUTE.DRC_VIOLATIONS=0
H_TREE_LEVELS=4
YOSYSSEQAREASHARE=0.143
FF2FF_PATH_DEPTH=23
CLOCKBUFFERDEPTH=2
STDCELL_COUNT=4208
DIE_X_UM=237
CP_SLOWEST_CELL='dfxtp_1'
WORST-SLEW-PIN-TRANSITION_NS=0.930
CRIT_END='M_REG.in_reg[34]$_SDFFE_PP0P_'
TOTAL_SWITCHING_POWER_W=0.00116
SYNTHESIS.AREA_MM2=0.0275
TIMING.REG2REG.SETUP_SLACK_NS=5.36
RSZ0062_AT_GRT='false'
MAX_SLEW_MARGIN=0.379
PIN_COUNT_OF_THE_BIGGEST_NET_ENTERING_GLOBAL_ROUTING=56
DR_WL_MET3_MM=8.97
INITIALDRTVIOLATIONCOUNT=1273
GLOBAL_ROUTE.USAGE.TOTAL=0.340
REPORT.FINAL.SLEW_VIOL_COUNT=0
CRITPATHTOPFAMILY='adder cells'
DIE_Y_EXTENT_UM=237
FILLCELLCOUNT=4730
SYNTH-CELLS-YOSYS=3335
HOLD_PATH_CLASS='register to register'
ANTENNADIODECOUNT=0
TIMING.CRITICAL_PATH.FROM='B1_REG.in_reg[12]$_SDFFE_PP0P_'
REPORT.POWER.TOTAL_W=0.00271
SYN-INSTANCE-COUNT=3335
CORE_AREA_MM2=0.0541
FIN_HOLD_WS_NS=0.481
P_LEAK_nW=15.0
TIMING.SETUP.CRITICAL_PATH_CLASS='register to register'
TIMING.CRITICAL_PATH.MODE_CELL='fa_1'
INTPOWER_W=0.00154
EDF_COUNT=0
SYNTH-WARNING-COUNT=6
SYNTH-MAIN-FF-CELL='dfxtp_1'
FINAL_LAYOUT_SIZE_SUFFIX_GT1_FRAC=0.0584
AREA_OVERHEAD_OF_THE_LAYOUT_RELATIVE_TO_SYNTHESIS_PCT=14.8
HOLD_VIOLATIONS=0
FIN_CLK_SKEW_NS=0.0170
LAYOUT_MIN_CYCLE_TIME_NS=7.44
TOOL_WARNINGS=91
DRT_PRE_ANTENNA_ITERS=5
FINALCRITPERIODSHARE=0.581
YS.FLOPS=196
ROUTED_WIRELENGTH_MM=89.4
DETAILROUTE.WIRELENGTH.MET2_MM=38.0
LOGIC_PWR_SHARE=0.511
LAYOUT.CELLS.MOST_COMMON_LIST='inv_1 (441), clkdlybuf4s50_1 (321), nor2_1 (296)'
FINALSETUPVIOLCOUNT=0
CRITICAL_PATH_BUF_INV_COUNT=5
UTILIZATION_AFTER_LAYOUT=0.583
P_SEQ_FRAC=0.276
VIA_COUNT=24100
GP_CONGESTION=0.992
WORSTSKEWPAIRLATENCY_NS=0.52
per-stage QoR:
stage	setup WS [ns]	cell area (um^2)
global placement	5.52	31000
global route	4.93	31600
finish	5.36	31600
floorplan	6.38	27500
detailed placement	5.44	31000
CTS	5.41	31600
layout make-up:
class                      instances  share of cell area
clock buffer                      17              0.0135
clock inverter                    15             0.00583
inverter                         444              0.0528
multi-input combinational       2460               0.660
sequential                       196               0.124
tap                              696              0.0276
timing repair buffer             380               0.115
power by group through the flow:
stage | Combinational (W) | Sequential [W] | Clock [W]
CTS | 0.00138 | 0.000746 | 0.000593
global route | 0.00154 | 0.000755 | 0.000613
finish | 0.00138 | 0.000747 | 0.000577
cells in the mapped netlist (all sizes together), types with 9 or more instances:
cell / number / share of area
inv: 441 / 0.060
nor2: 296 / 0.040
nand2: 289 / 0.039
ha: 267 / 0.12
fa: 261 / 0.19
dfxtp: 196 / 0.14
a21oi: 161 / 0.030
clkbuf: 158 / 0.022
mux2i: 148 / 0.054
and2: 142 / 0.032
o21ai: 97 / 0.018
xnor2: 89 / 0.028
mux2: 87 / 0.036
buf: 77 / 0.017
a21o: 65 / 0.018
a22o: 65 / 0.021
a211oi: 51 / 0.014
xor2: 50 / 0.016
nor3: 38 / 0.0069
nor2b: 37 / 0.0084
o21bai: 27 / 0.0074
nand3: 24 / 0.0044
a22oi: 23 / 0.0063
a31oi: 23 / 0.0052
and3: 23 / 0.0052
nand4: 20 / 0.0045
o21a: 18 / 0.0049
o211ai: 13 / 0.0035
o31ai: 10 / 0.0027
nand2b: 9 / 0.0020
layer usage:
metal	GRT usage	vias up
met3	0.114	148
met4	0.108	4
li1	-	11400
met1	0.490	11500
met2	0.497	1027
met5	0	-
tightest hold or removal path, stage by stage, from the launching register on:
cell	delay [ns]
dfxtp_1	0.32
nand2_1	0.06
a21oi_1	0.05
worst min path at each step:
stage	startpoint	endpoint	slack [ns]	depth (start not counted)
global route	B1_REG.in_reg[11]$_SDFFE_PP0P_	B1_REG.in_reg[11]$_SDFFE_PP0P_	0.50	2
finish	M_REG.in_reg[9]$_SDFFE_PP0P_	M_REG.in_reg[9]$_SDFFE_PP0P_	0.48	2
CTS	M_REG.in_reg[9]$_SDFFE_PP0P_	M_REG.in_reg[9]$_SDFFE_PP0P_	0.48	2
logic make-up after synthesis:
kind of cell,count (synthesis),synth area share
compound gates,636,0.157
xor+xnor,139,0.0443
fa+ha+maj,528,0.311
buf+inv,679,0.0995
flops,196,0.143
mux,235,0.0895
simple gates,922,0.156
No activity file was given, so power comes from the tool's default toggle rates.
