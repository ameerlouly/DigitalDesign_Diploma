==> flow/design.v <==
module dpr_sync(din, add_wr, add_rd, wr_en, rd_en, blk_select, dout, clk, rst);
    parameter MEM_WIDTH = 16;
    parameter MEM_DEPTH = 1024;
    parameter ADDR_SIZE = 10;
    input wr_en, rd_en, blk_select, clk, rst;
    output reg [MEM_WIDTH - 1 : 0] dout;
    input [MEM_WIDTH - 1 : 0] din;
    input [ADDR_SIZE - 1 : 0] add_rd, add_wr;
    reg [MEM_WIDTH - 1 : 0] mem [MEM_DEPTH - 1 : 0];
    always @(posedge clk) begin
        if(rst)
            dout <= 0;
        else if(blk_select) begin
            if(wr_en)
                mem[add_wr] <= din;
            if(rd_en)
                dout <= mem[add_rd];
        end
    end
endmodule
==> flow/run.sh <==
#!/bin/bash
# OpenROAD 26Q1-2900-gdf79404cd8, Yosys 0.63+post, stock flow scripts
make -C /OpenROAD-flow-scripts/flow DESIGN_CONFIG=/design/flow/config.mk WORK_HOME=/design/flow/orfs finish
==> flow/config.mk <==
export PLATFORM = sky130hd
export DESIGN_NAME = dpr_sync
export DESIGN_NICKNAME = dpr_sync
export VERILOG_FILES = /design/flow/design.v
export SDC_FILE = /design/flow/constraint.sdc
export NUM_CORES = 4
export LEC_CHECK = 1
export CORE_UTILIZATION = 50
export SYNTH_MEMORY_MAX_BITS = 65536
==> flow/constraint.sdc <==
current_design dpr_sync

set clk_period 63.0
set clk_io_pct 0.2

create_clock -name clk0 -period $clk_period [get_ports {clk}]

set non_clock_inputs [all_inputs -no_clocks]
set_input_delay [expr $clk_period * $clk_io_pct] -clock clk0 $non_clock_inputs
set_output_delay [expr $clk_period * $clk_io_pct] -clock clk0 [all_outputs]
==> out/qor.json <==
{
  "clock_sink_count": 16400,
  "route.antenna.remaining_nets": 0,
  "final_cell_area_um2": 719000,
  "setup_viol": 0,
  "ctsHoldBuffers": 0,
  "h_tree_level_count": 7,
  "failed_checks": "capacitance limit, slew limit",
  "post_dp_cell_area_um2": 664000,
  "timing.final.crit_period_ns": 20.60,
  "detailroute.via_count": 322107,
  "start_kind": "input port",
  "clk_transition_reported_paths_ns": 0.06,
  "netlist_top_cells_area": "edfxtp_1, mux4_2, mux2i_1",
  "hold_violations": 0,
  "pwr_density_cell_nw_per_um2": 31.8,
  "io_pins": 57,
  "warning_count": 39,
  "yosys_stat_cell_total": 28505,
  "initial_utilization": 0.502,
  "netlist.area_leader.share": 0.778,
  "yosys.stat.chipArea_um2": 632000,
  "tritoncts": "yes",
  "ys.warnings.count": 1,
  "ctsResizeCount": 0,
  "most_instantiated_logic_cell_after_routing": "edfxtp_1",
  "postRouteWirelength_um": 2160000,
  "layout.filler_cells": 89509,
  "endpoint_kind": "flop",
  "wl_per_cell_um": 43.2,
  "groute.usage.overall": 0.387,
  "synth.ff_latch_count": 16400,
  "final.setup_skew_ns": 0.127,
  "postSynthAreaPerCell_um2": 22.2,
  "die_area_um2": 1270000,
  "timing.setup.tns_ns": 0,
  "cts.path.max_buffers": 6,
  "clock.latency.late_pin_ns": 1.37,
  "tritoncts.num_buffers": 1728,
  "rsz0062_at_grt": "false",
  "critical_path_class": "input port to flop",
  "fp.dieH_um": 1130,
  "maximum_number_of_pins_on_one_net_before_global_route_repair": 104,
  "grt.overflow.total": 0,
  "initialDrtViolationCount": 25192,
  "post-dp-hpwl_um": 1390000,
  "syn_inst": 28505,
  "achievable-frequency_mhz": 48.5,
  "tightestPinTransition_ns": 1.52,
  "post_route_cells_drive_above_1_share": 0.283,
  "dieWidth_um": 1130,
  "detail_route.vias_per_cell": 6.45,
  "postSynth.topFlopCell": "edfxtp_1",
  "rows": 412,
  "port_buffers": 56,
  "worstHoldPathType": "flop to flop",
  "status": "complete, but fails checks",
  "post-route-drc-count": 0,
  "vdd_ir_drop_max_uv": 26.2,
  "slew_headroom": -0.0217,
  "synthesized_area_um2": 632000,
  "mostFrequentLayoutCells": "edfxtp_1, mux4_2, buf_4, clkbuf_16, mux2i_1",
  "async_reset_ff_frac": 0,
  "ctsRootBufferMaster": "clkbuf_16",
  "post_cts.repair.setup_buffers": 0,
  "routabilityCongestion": 0.982,
  "number_of_flops_mapped_to_enable_cells_by_yosys": 16384,
  "crit_arrival_ns": 21.85,
  "critical_path_required_ns": 64.25,
  "crit_share_post_route": 0.327,
  "cap_viol_max_count": 1,
  "pins_over_their_slew_limit": 3,
  "synthDominantAreaCellType": "edfxtp_1",
  "first_global_vias": 345495,
  "power.leakage_uw": 0.227,
  "ys_types": 89,
  "layout-area-overhead-vs-synth_pct": 13.6,
  "grt_first_pass_wirelength_um": 2900000,
  "coreArea_um2": 1260000,
  "critPathMaxFanout": 62,
  "number_of_antenna_violations_at_the_first_check_in_global_routing": 301,
  "first_pass_iters": 8,
  "seq_area_frac_synth": 0.778
}
==> where the power goes <==
part	switching (uW)	total (uW)	internal, uW
registers	2.71	12000	12000
logic	900	1260	361
clock network	4110	9590	5480
==> layout make-up <==
cell class,instances,area (um2),area share
Antenna cell,738,1850,0.00257
Clock buffer,2137,45200,0.0629
Clock inverter,905,7100,0.00988
Inverter,9,71.3,0.0000992
Multi-Input combinational cell,10338,130000,0.181
Sequential cell,16400,492000,0.685
Tap cell,16767,21000,0.0292
Timing Repair Buffer,2655,20700,0.0288
==> state kept, by name (all words and copies together), names as in the netlist <==
register and count:
dout 16, mem 16384
==> per-layer routing <==
metal | part of all wire | GRT usage | wire (um)
met4 | 0.076 | 0.227 | 165000
met5 | 0.0093 | 0.146 | 20000
met3 | 0.23 | 0.375 | 491000
met1 | 0.25 | 0.394 | 545000
met2 | 0.43 | 0.490 | 934000
==> per-stage QoR <==
stage                     power (uW)  utilization  instances  setup WS [ns]  hold WS, ns
after floorplan                12800            -      28505          47.10        0.409
after global placement         13400        0.527      46159          41.15        0.700
after detailed placement       13500        0.527      46168          41.12        0.668
after CTS                      22900        0.569      49210          42.54        0.678
after global routing           23400        0.570      49643          41.83        0.687
final                          22900        0.570      49949          42.40        0.685
==> synthesized netlist by cell type (14+ instances only) <==
| library cell | n |
|---|---|
| buf_2 | 387 |
| nand4_1 | 70 |
| a22o_1 | 62 |
| a311oi_1 | 25 |
| o21ai_0 | 285 |
| buf_4 | 219 |
| a31oi_1 | 108 |
| buf_1 | 140 |
| nor4_1 | 48 |
| nor2_1 | 1264 |
| nor3_1 | 120 |
| mux4_1 | 183 |
| nand3_1 | 207 |
| a2111oi_0 | 38 |
| o221ai_1 | 243 |
| and2_1 | 20 |
| buf_6 | 231 |
| a21oi_1 | 389 |
| dfxtp_1 | 16 |
| mux2i_1 | 1458 |
| a32oi_1 | 19 |
| nor2b_1 | 27 |
| buf_8 | 154 |
| a211oi_1 | 212 |
| mux4_2 | 3491 |
| mux2_2 | 28 |
| edfxtp_1 | 16384 |
| clkbuf_8 | 50 |
| and3_1 | 36 |
| or3_1 | 17 |
| o211ai_1 | 30 |
| buf_12 | 38 |
| a221oi_1 | 107 |
| clkbuf_1 | 525 |
| a22oi_1 | 508 |
| nand2b_1 | 14 |
| o22a_1 | 17 |
| o31ai_1 | 15 |
| nand2_1 | 591 |
| o22ai_1 | 495 |
==> worst max-delay path, cell delays in order <==
cell and delay, ns:
buf_16 0.33, buf_4 0.64, buf_4 0.69, buf_4 0.59
buf_12 0.39, buf_4 0.54, buf_4 0.62, buf_4 0.60
buf_4 0.55, buf_4 0.65, mux4_1 0.65, a22oi_1 0.16
a21oi_1 0.11, a21oi_1 0.40, a221oi_1 0.15, o311ai_1 0.98
o21ba_1 0.35, a221o_1 0.30
==> kinds of logic (layout without fill, tap and decap cells) <==
| group | Yosys count | count (layout) | synth area share |
|---|---|---|---|
| multiplexers | 5160 | 5160 | 0.155 |
| AND-OR/OR-AND | 2695 | 2695 | 0.0295 |
| other | 0 | 738 | 0 |
| flip-flops | 16400 | 16400 | 0.778 |
| AND/OR/NAND/NOR | 2483 | 2483 | 0.0167 |
| buffers and inverters | 1767 | 5706 | 0.0199 |
==> final timing paths <==
check | startpoint | to | slack, ns | cells after the start
min | dout[1]$_SDFFE_PP0P_ | dout[1]$_SDFFE_PP0P_ | 0.68 | 2
max | add_rd[0] | dout[9]$_SDFFE_PP0P_ | 42.40 | 18
min reg2reg | dout[1]$_SDFFE_PP0P_ | dout[1]$_SDFFE_PP0P_ | 0.68 | 2
max reg2reg | mem[888][10]$_DFFE_PP_ | dout[10]$_SDFFE_PP0P_ | 58.37 | 7
Power figures rest on the tool's default switching activity, not on a simulated workload.
