[flow/config.mk]
export PLATFORM = sky130hd
export DESIGN_NAME = simple_dsp
export DESIGN_NICKNAME = simple_dsp
export VERILOG_FILES = /design/flow/design.v
export SDC_FILE = /design/flow/constraint.sdc
export NUM_CORES = 4
export LEC_CHECK = 1
export CORE_UTILIZATION = 40
[flow/constraint.sdc]
current_design simple_dsp

set clk_period 11.7
set clk_io_pct 0.2

create_clock -name clk0 -period $clk_period [get_ports {clk}]

set non_clock_inputs [all_inputs -no_clocks]
set_input_delay [expr $clk_period * $clk_io_pct] -clock clk0 $non_clock_inputs
set_output_delay [expr $clk_period * $clk_io_pct] -clock clk0 [all_outputs]
[flow/design.v]
module simple_dsp(
                    A,
                    B,
                    C,
                    D,
                    clk,
                    rst_n,
                    P);
    parameter OPERATION = "ADD";
    input [17 : 0]  A,
                    B,
                    D;
    input [47 : 0]  C;
    input   clk,
            rst_n;
    output [47 : 0] P;
    reg [17 : 0]    A_reg,
                    A1_reg,
                    B_reg,
                    D_reg,
                    pre_adder_out;
    reg [35 : 0]    multiplier_out;
    reg [47 : 0]    C_reg,
                    P_reg;
    always @(posedge clk or negedge rst_n) begin
        if(~rst_n) begin
            A_reg <= 0;
            B_reg <= 0;
            C_reg <= 0;
            D_reg <= 0;
        end
        else begin
            A_reg <= A;
            B_reg <= B;
            C_reg <= C;
            D_reg <= D;
        end
    end
    generate
        case(OPERATION)
            "ADD": begin
                always @(posedge clk or negedge rst_n) begin
                    if(~rst_n) begin
                        pre_adder_out <= 0;
                        A1_reg <= 0;
                    end
                    else begin
                        A1_reg <= A_reg;
                        pre_adder_out <= D_reg + B_reg;
                    end
                end
            end
            "SUBTRACT": begin
                always @(posedge clk or negedge rst_n) begin
                    if(~rst_n) begin
                        pre_adder_out <= 0;
                        A1_reg <= 0;
                    end
                    else begin
                        A1_reg <= A_reg;
                        pre_adder_out <= D_reg - B_reg;
                    end
                end
            end
        endcase
    endgenerate
    always @(posedge clk or negedge rst_n) begin
        if(~rst_n) begin
            multiplier_out <= 0;
        end
        else begin
            multiplier_out <= A1_reg * pre_adder_out;
        end
    end
    generate
        case(OPERATION)
            "ADD": begin
                always @(posedge clk or negedge rst_n) begin
                    if(~rst_n) begin
                        P_reg <= 0;
                    end
                    else begin
                        P_reg <= multiplier_out + C_reg;
                    end
                end
            end
            "SUBTRACT": begin
                always @(posedge clk or negedge rst_n) begin
                    if(~rst_n) begin
                        P_reg <= 0;
                    end
                    else begin
                        P_reg <= multiplier_out - C_reg;
                    end
                end
            end
        endcase
    endgenerate
    assign P = P_reg;
endmodule
[flow/run.sh]
#!/bin/bash
# OpenROAD 26Q1-2900-gdf79404cd8, Yosys 0.63+post, stock flow scripts
make -C /OpenROAD-flow-scripts/flow DESIGN_CONFIG=/design/flow/config.mk WORK_HOME=/design/flow/orfs finish
==> impl_metrics.env <==
# yosys + openroad results
export IMPL_path_cells="nand2_1, fa_1, inv_1, fa_1, inv_1, fa_1, inv_1, fa_1, fa_1, inv_1, fa_1, inv_1, ha_1, nand2_1, o21ai_0, a211o_1, o2111ai_1, a22o_1, a21o_1, a31oi_1, nor4b_1, a211o_1"
export IMPL_routabilityCongestion=0.9271
export IMPL_drt_initial_drc_count=472
export IMPL_ys_warn_count=1
export IMPL_grt_pass1_vias=13430
export IMPL_edf_count=0
export IMPL_die_width_um=219.1
export IMPL_finalHoldViolCount=0
export IMPL_clk_path_buf_depth=3
export IMPL_crit_family="adder cells"
export IMPL_hold_depth=0
export IMPL_cts_resized=0
export IMPL_flop_cell="dfrtp_1"
export IMPL_top_area_share_pct=29.47
export IMPL_cts_root_buf="clkbuf_16"
export IMPL_path_common_cell="fa_1"
export IMPL_arrival_ps=7180
export IMPL_synthArstFlopShare_pct=100.0
export IMPL_tightest_slew_ps=925.4
export IMPL_syn2layout_area_growth_pct=16.04
export IMPL_max_stage_delay_ps=940
export IMPL_port_buffers=151
export IMPL_post_cts_setup_buffer_count=0
export IMPL_post_dp_hpwl_mm=31.27
export IMPL_syn_cell_area_um2=18850
export IMPL_synthTopCellsByArea="dfrtp_1 29%, fa_1 27%, ha_1 11%"
export IMPL_rsz0062_at_grt="no"
export IMPL_setup_viol=0
export IMPL_fin_tns_setup_ps=0
export IMPL_drc=0
export IMPL_grt_pass1_wl_mm=68.65
export IMPL_fp_util_pct=40.49
export IMPL_hold_buffers=0
export IMPL_fill_cells=4186
export IMPL_outcome="complete, no violations"
export IMPL_wire_per_inst_um=15.90
export IMPL_cts_made_buffers=27
export IMPL_clk_pin_slew_worst_paths_ps=60
export IMPL_tritoncts="yes"
export IMPL_post_route_period_util_pct=57.60
export IMPL_crit_path_start_kind="flop"
export IMPL_period_minus_slack_ps=6739
export IMPL_critPathCaptureType="flop"
export IMPL_htreeDepth=1
export IMPL_antenna_found_initial=1
export IMPL_path_depth=22
export IMPL_vias_per_cell=4.822
export IMPL_die_height_um=219.1
export IMPL_grt_max_degree=71
export IMPL_fin_skew_ps=16.55
export IMPL_row_count=79
export IMPL_top_area_cell="dfrtp_1"
export IMPL_hold_slack_ps=344.1
export IMPL_fmax_ghz=0.1484
export IMPL_worstPathRequired_ps=12140
export IMPL_ios=152
export IMPL_slew_viol_final=0
export IMPL_warning_count=25
export IMPL_crit_type="flop to flop"
export IMPL_timing_critical_path_buf_inv=5
export IMPL_synthDistinctLibCells=59
export IMPL_wirelength_mm=41.08
export IMPL_die_area_um2=48000
export IMPL_ys_cells=1831
export IMPL_grt_usage_pct=19.25
export IMPL_ys_flops=222
export IMPL_synth_seq_share_pct=29.47
export IMPL_syn_inst=1831
export IMPL_core_um2=46560
export IMPL_maxCapViolations=0
export IMPL_cpMaxStageDelayCell="dfrtp_1"
export IMPL_route_antenna_remaining_nets=0
export IMPL_relSlewSlack_pct=38.31
export IMPL_layout_drive_gt1_share_pct=3.138
export IMPL_overflow=0
export IMPL_worstHoldPathType="flop to flop"
export IMPL_path_max_fanout=18
export IMPL_ys_area_um2=18850
export IMPL_first_pass_iters=7
export IMPL_clk_latency_ps=560
export IMPL_syn_avg_cell_area_um2=10.29
export IMPL_cts_sinks=222
export IMPL_worstRegToRegCells=22
export IMPL_vias=12460
[cell usage in the layout (no fill, tap or decap), types with 3 or more instances in the layout]
master and count:
inv_1 316, fa_1 258, nand2_1 238, dfrtp_1 222, ha_1 163, clkdlybuf4s50_1 150
and2_1 141, a21oi_1 64, xnor2_1 54, a21o_1 42, nor2_1 36, xor2_1 35
o21ai_0 34, clkbuf_16 27, nor3_1 16, nand3_1 15, o21bai_1 13, nand4_1 12
a31oi_1 11, o21a_1 9, and3_1 9, nor2b_1 7, a211oi_1 6, clkbuf_8 6
buf_4 6, o211ai_1 5, a211o_1 5, nand2b_1 5, or2_2 4, clkbuf_1 4
clkinv_2 4, o31ai_1 3, a21boi_0 3, and4_1 3, nor4_1 3, bufinv_16 3
[metrics by stage]
step	area, µm²	utilization (%)	setup slack [ps]	instances
after floorplan	18850	-	5671	1831
after global placement	20940	44.98	5082	2535
after detailed placement	20940	44.98	5039	2535
after CTS	21870	46.98	5029	2583
after global routing	21870	46.98	4602	2584
final	21870	46.98	4961	2584
[routing by layer]
metal / track usage [%] / vias to the layer above / routed length (µm)
met5: 0.9375 / - / 56
met1: 28.22 / 6026 / 18190
met3: 6.752 / 68 / 3615
met2: 28.69 / 388 / 18030
li1: - / 5975 / -
met4: 4.375 / 2 / 1183
[worst paths after layout]
path / start / endpoint / slack (ps)
max: pre_adder_out[9] / multiplier_out[33] / 4960
min: A_reg[5] / A1_reg[5] / 340
max reg2reg: pre_adder_out[9] / multiplier_out[33] / 4960
min reg2reg: A_reg[5] / A1_reg[5] / 340
max in group asynchronous: rst_n / B_reg[2] / 8280
min in group asynchronous: rst_n / C_reg[37] / 1710
[synthesized netlist by cell type (3+ instances only)]
cell / count
fa_1: 258
inv_1: 316
a21boi_0: 3
ha_1: 163
nor2b_1: 7
nand2b_1: 5
or2_2: 4
nor3_1: 16
o211ai_1: 5
xnor2_1: 54
dfrtp_1: 222
a211oi_1: 6
nor2_1: 36
o31ai_1: 3
nand3_1: 15
o21ai_0: 34
a211o_1: 5
a21o_1: 42
xor2_1: 35
nand4_1: 12
and2_1: 141
o21a_1: 9
clkbuf_1: 57
nor4_1: 3
and4_1: 3
o21bai_1: 13
a31oi_1: 11
a21oi_1: 64
nand2_1: 238
and3_1: 9
[final cells by class]
cell class | count | area [µm²] | area share, %
Antenna cell | 1 | 2.502 | 0.01144
Clock buffer | 37 | 773.2 | 3.535
Clock inverter | 11 | 153.9 | 0.7036
Inverter | 316 | 1186 | 5.423
Multi-Input combinational cell | 1233 | 11880 | 54.32
Sequential cell | 222 | 5555 | 25.40
Tap cell | 607 | 759.5 | 3.472
Timing Repair Buffer | 157 | 1562 | 7.139
[kinds of logic (layout without fill, tap and decap cells)]
family,after synthesis,after routing,synth area share (%)
adders and majority gates,421,421,38.22
muxes,1,1,0.05311
AOI/OAI and AO/OA,222,222,7.713
DFF,222,222,29.47
other,0,1,0
and+or+nand+nor,500,500,12.90
buffers and inverters,376,521,7.501
xor gates and xnor gates,89,89,4.135
